==> design.v <==
module entersleep(clk_1Hz,led_sleep,
		clk,rst_n,count_begin, min_counter,sec_counter,sleep_flag,
		second, minute ,now_state);
	input clk;  
	input rst_n;
	input clk_1Hz;
	input count_begin;
	input [7:0]min_counter;
	input [7:0]sec_counter;
	output [7:0] second;
	output reg [7:0] minute;
   output [3:0]now_state;
	output reg led_sleep;
   output reg sleep_flag;
	wire clk_1Hz;
	wire voice_1k;
	reg [7:0] second;
	reg flag;
	reg [3:0]now_state;
	reg [2:0]dd;
	reg DU;
	always@(posedge clk ) 
		if(~rst_n)
			begin 
			    second<= sec_counter;       
				 minute<=min_counter;
				 led_sleep<=1'b0;
				 sleep_flag<=1'b0;
				 now_state<=4'd0;
			end 
	else if ( now_state==4'd0)		 
		begin 
				if(count_begin==1)							 
         	     begin
					 sleep_flag<=1'b0;
						if(second==0 && minute!=0)          
							begin
								second=59;
								minute<=minute-1;             
							end
						else if(second==0 && minute==0 )			
						begin
						   led_sleep<=1'b1;
							sleep_flag<=1'b1;                 
						end
						if(clk_1Hz )								 
							begin
								if(minute==0 && second==0 )
									begin 
										now_state<=4'd1 ;           
									end 
								else		
									begin
										second <= second- 1;
									end
							end
					end
				else
			begin 
					minute<=min_counter;
					second<=sec_counter;
			end	
	end
endmodule 
==> run.sh <==
#!/bin/bash
# OpenROAD 26Q1-2900-gdf79404cd8, Yosys 0.63+post, stock flow scripts
make -C /OpenROAD-flow-scripts/flow DESIGN_CONFIG=/design/flow/config.mk WORK_HOME=/design/flow/orfs finish
==> config.mk <==
export PLATFORM = sky130hd
export DESIGN_NAME = entersleep
export DESIGN_NICKNAME = entersleep
export VERILOG_FILES = /design/flow/design.v
export SDC_FILE = /design/flow/constraint.sdc
export NUM_CORES = 4
export LEC_CHECK = 1
export CORE_AREA = 10 10 98 98
export DIE_AREA = 0 0 108 108
==> constraint.sdc <==
current_design entersleep

set clk_period 3.5
set clk_io_pct 0.2

create_clock -name clk0 -period $clk_period [get_ports {clk}]

set non_clock_inputs [all_inputs -no_clocks]
set_input_delay [expr $clk_period * $clk_io_pct] -clock clk0 $non_clock_inputs
set_output_delay [expr $clk_period * $clk_io_pct] -clock clk0 [all_outputs]
==> Slide: Implementation Results <==
Run Summary

Run status
  • Status: finished, final reports clean

Finish
  • Layout cell share with drive strength beyond 1: 6.43%
  • Final instance area: 1760 µm²
  • Area Growth Syn to Fin: 45.2%
  • Most numerous logic cell after layout: clkdlybuf4s50_1
  • Most frequent cells in the layout: clkdlybuf4s50_1 (38), nand2_1 (21), edfxtp_1 (16)
  • Final Core Density: 23.1%

Timing
  • RSZ-0062 raised after global routing: no
  • Slew Viols, Final: 0
  • Endpoints failing setup: 0
  • Achievable frequency: between 300 and 400 MHz
  • Final hold vios: 0
  • Clock Skews: 5.76 ps
  • Rel. slew slack: a little under three fifths
  • Final period util: 92.6%
  • Final worst path period need: 3240 ps
  • Worst slew pin tran: around 650 ps
  • Setup TNS: 0 ps

Clock network
  • TritonCTS Buffers: 3
  • CTS Sinks: 19
  • Worst skew pair latency: about 250 ps
  • Post-CTS setup buffers: 0
  • Clock root cell: clkbuf_8
  • Maximum clock insertion buffer count: 2
  • Hold Buf Count CTS: 0
  • Clk pin slew, worst setup/hold paths: 70 ps
  • TritonCTS clock tree: done
  • CTS H-tree depth: 1

Synthesis
  • Commonest flop: edfxtp_1
  • Asr flop ratio synth: 0%
  • Yosys Warn Count: 1
  • Synth Cell Area: 1210 µm²
  • Registers, synthesis: 19
  • Register share after synthesis: between 40% and 50%
  • Post-Syn Area per Cell: 9.27 µm²
  • Count of library flops with an enable pin: 16
  • Cells in synth_stat.txt: 131
  • Yosys stat area: about 1200 µm²
  • Cell Type Count: 38
  • Synth Instances: 131

Power and ir drop
  • Net Switching: 0.000146 W
  • Maximum vdd drop: 129 µV
  • Register share of total power: approximately half
  • Clock power share: 26.8%
  • Comb power frac: 21.7%
  • P per Cell Area: 324 nW/µm²
  • Leak Pwr: 0.613 nW
  • Switching share of power: 25.5%
  • Internal power: 0.000426 W

Floorplanning
  • Ports: 42
  • Die width: approximately 110 µm
  • Die ar.: 11700 µm²
  • Die Y: 108 µm
  • Core region area: 7650 µm²
  • Rows: 32
  • Initial Util: approximately 16%

Critical path
  • Start of the worst register-to-register path: second[4]
  • R2R Path End: second[5]
  • Crit Path Category: reg -> reg
  • CP Max Fanout: 9
  • Register-to-register setup slack: approximately 260 ps
  • Crit path DAT: 3350 ps
  • Setup crit end: second[5]
  • FF-to-FF path depth: 8
  • Crit path required time: between 3000 and 4000 ps
  • Startpoint Class: flop
  • Setup crit end kind: flop
  • Worst setup path start: second[4]

Worst hold path
  • WHS Path Cells: 1
  • Min-delay worst type: reg -> reg

Routing
  • DRT Wirelength: 3.45 mm
  • Routed WL per cell: 12.6 µm
  • N_diodes: 0
  • Detailed Route Iter0 Violations: 43
  • DR vias: 1097
  • Drt first pass iters: 4
  • Number of routed nets with antenna violations: 0
  • Drt via density: 4.02
  • DRC: 0

GRT
  • Vias in the first global route: around 1100
  • Overall routing resource usage: 5.90%
  • Largest net degree at the start of global routing: 22
  • GRT overflow: 0
  • First-pass GRT wire length: around 5.5 mm
  • Initial antenna violation count: 0

Flow run
  • Total tool warning count: 27
  • Max Cap Viol: 0

Place
  • Post-DP HPWL: 2.75 mm
  • Dpl cell area: 1710 µm²
  • Port Buffer Count: 38
  • GPL Wtd Cong: 0.867
-- worst min-delay path by stage --
stage | from | end | slack [ps]
5_1_grt | led_sleep | led_sleep | 500
4_1_cts | led_sleep | led_sleep | 480
6_report | led_sleep | led_sleep | 470
-- what timing repair did --
| item | 4_1_cts | 5_1_grt |
|---|---|---|
| resized | 0 | 1 |
| endpoints found under the hold margin | 0 | 0 |
| endpoints found under the setup margin | 0 | 1 |
-- power by group through the flow --
stage	Combinational, W	Sequential [W]	Clock [W]
final	0.000124	0.000295	0.000153
after global routing	0.000140	0.000300	0.000168
after CTS	0.000126	0.000295	0.000161
-- layout make-up --
| type | instances | area [µm²] |
|---|---|---|
| multi-input cells | 105 | 641 |
| inverters | 2 | 7.51 |
| well taps | 102 | 128 |
| fillers | 802 | 5880 |
| repair buffers | 41 | 403 |
| clock buffers | 4 | 45.0 |
| flip-flops and latches | 19 | 541 |
-- synthesized netlist by cell type, types with 3 or more instances --
cell       n  share of area [%]
ha_1       4                4.1
nor2_1    13                4.0
edfxtp_1  16                 40
dfxtp_1    3                4.9
o21ai_0   10                4.1
or4_1      5                3.1
nor4_1     4                2.1
nand2_1   21                6.5
o31ai_1    4                2.5
clkbuf_1   3               0.93
nor3_1     3                1.2
buf_4      3                1.9
a31oi_1    5                2.6
xor2_1     4                2.9
-- worst max-delay path: stages (launching register included) --
cell	delay [ps]
edfxtp_1	470
or4_1	680
a211oi_2	580
nor2_1	130
ha_1	230
or4bb_1	230
o31ai_1	140
or4_1	480
a31oi_1	160
-- metrics by stage --
stage,power [W],hold slack (ps),std cells,setup WS [ps]
after floorplan,0.000345,418,133,480
after global placement,0.000426,453,269,366
after detailed placement,0.000425,461,269,258
after CTS,0.000582,480,273,213
after global routing,0.000607,503,273,40.2
final,0.000572,473,273,259
-- kinds of logic after synthesis --
kind of cell,synth area share [%]
other cells,0.309
buf+inv,3.81
simple gates,26.5
flops,44.5
compound gates,16.5
xor+xnor,4.33
fa+ha+maj,4.12
-- per-layer routing --
layer,up-vias,share of wire [%],GRT usage [%]
li1,564,-,-
met3,2,9.7,2.71
met1,494,48,8.24
met2,37,42,8.66
met4,0,0.29,0.286
met5,-,0,0
-- sequential cells by signal (all words and copies together), names as in the netlist --
name        cells
led_sleep       1
now_state       1
second          8
sleep_flag      1
minute          8
Power is estimated from default activity; no workload was simulated.
