==> flow/design.v <==
module fenpin(
		clk,
		rst_n,
		clk_1Hz,
		voice_1k
			);
	input clk,rst_n;
	output clk_1Hz;
	output voice_1k;
	reg clk_1Hz,voice_1k;
	reg[25:0] count1,count2;
	always@(posedge clk)
	begin
		if(~rst_n) begin
			count1<=26'b0;
			clk_1Hz<=0;
		end
		else if(count1==26'd24_999_999) begin
			count1<=26'b0;
			clk_1Hz<=1;
		end
		else begin
			count1<=count1+26'b1;
			clk_1Hz<=0;
		end
	end
	always@(posedge clk)
	begin
		if(~rst_n) begin
			count2<=26'b0;
			voice_1k<=0;
			end
		else if(count2==26'd24_999) 
			begin
			count2<=26'b0;
			voice_1k<=1;
			end
		else begin
			count2<=count2+26'b1;
			voice_1k=0;
			end
	end
endmodule
==> flow/run.sh <==
#!/bin/bash
# OpenROAD 26Q1-2900-gdf79404cd8, Yosys 0.63+post, stock flow scripts
make -C /OpenROAD-flow-scripts/flow DESIGN_CONFIG=/design/flow/config.mk WORK_HOME=/design/flow/orfs finish
==> flow/config.mk <==
export PLATFORM = sky130hd
export DESIGN_NAME = fenpin
export DESIGN_NICKNAME = fenpin
export VERILOG_FILES = /design/flow/design.v
export SDC_FILE = /design/flow/constraint.sdc
export NUM_CORES = 4
export LEC_CHECK = 1
export CORE_UTILIZATION = 30
==> flow/constraint.sdc <==
current_design fenpin

set clk_period 3.3
set clk_io_pct 0.2

create_clock -name clk0 -period $clk_period [get_ports {clk}]

set non_clock_inputs [all_inputs -no_clocks]
set_input_delay [expr $clk_period * $clk_io_pct] -clock clk0 $non_clock_inputs
set_output_delay [expr $clk_period * $clk_io_pct] -clock clk0 [all_outputs]
==> results.toml <==
# flow metrics
[cts]
tritoncts = "done"
clk_pin_slew_ns = 0.10
cts_max_path_buffers = 2
clk_latency_ns = 0.32
cts_resized = 0
htreeDepth = 2
ctsHoldBuffers = 0
cts_buffers = 5
cts.sinks = 54
cts_root_buffer = "clkbuf_8"
cts_setup_buffers = 0

[sta]
setup_viol = 0
rsz0062_at_grt = "no"
max_freq_mhz = 446.5
post-route-period-util = 0.6787
tightest_slew_ns = 0.7731
skew_ns = 0.02035
slew_headroom = 0.4828
hold_viol_final = 0
holdWs_ns = 0.4603
fin_tns_setup_ns = 0
final_max_slew_viol_count = 0
fin_crit_ns = 2.240

[synthesis]
synth_cells = 295
netlist-cell-type-count = 34
ys_sh_aoi = 0.1088
top_logic_kind = "simple AND/OR/NAND/NOR gates"
ys_seq_elements = 54
top_cell_area_share = 0.4252
enable_flop_cells = 0
ys.warnings.count = 1
top_area_cell = "dfxtp_1"
synthXorXnorAreaFrac = 0.09301
synth.area.top_cells = "dfxtp_1, xnor2_1, nor2_1"
ys_sh_simple = 0.3292
synth.area.mux_share = 0
syn_area_per_cell_um2 = 8.618
ys_cells = 295
async_flop_share = 0
ys_seq_share = 0.4252
synthAdderAreaFrac = 0.009843
syn_area_um2 = 2542
yosys_area_um2 = 2542
ys.flop_type = "dfxtp_1"

[cells_and_area]
lay_top_count = "dfxtp_1"
syn2layout_area_growth_pct = 10.04
lay_top_cells = "dfxtp_1, nor2_1, a21oi_1, nand3_1"
drive_gt1_frac = 0.06780

[floorplan]
die_h_um = 94.06
fp.coreArea_um2 = 8217
fp_util = 0.3094
row_count = 33
chipArea_um2 = 8847
ios = 4
die_w_um = 94.06

[pwr]
ir_worst_vdd_uv = 256.8
pwr_density_cell_nw_per_um2 = 410.2
leakagePower_nw = 0.8524
total_power_mw = 1.148

[worst_setup_path]
crit_arrival_ns = 2.45
crit_path_end_kind = "register"
cp.required_ns = 3.51
cp_max_fo = 13
start_kind = "register"
r2r_cells = 5
max_stage_delay_ns = 0.81
cp-startpoint = "count2[11]$_SDFF_PP0_"
r2r-start = "count2[11]$_SDFF_PP0_"
path_cells = "nor4_1 > nand4_1 > o41ai_4 > buf_4 > nor2_1"
critPathSlowestCell = "o41ai_4"
crit_type = "register to register"

[detailed_routing]
remaining_drc_errors = 0
antennaDiodeCount = 0
ant_nets = 0
finalWirelength_um = 4803
drt-initial-drc-count = 84
vias_per_cell = 5.098
dr.pass1.iters = 4
num_vias = 2039
routedWlPerCell_um = 12.01

[global_routing]
grt_first_pass_wirelength_um = 8314
grt_start_max_net_pins = 19
grt_usage = 0.1176
antenna_found_initial = 0
gr-total-overflow = 0
grt_pass1_vias = 1796

[run_status]
status = "finished, final reports clean"

[run]
warnings = 25
drv_cap = 0

[place]
io_buffers = 3
dp_hpwl_um = 3345
place_congestion = 0.7553

[hold_path]
hold_depth = 1
min_path_type = "register to register"
min_from = "count2[0]$_SDFF_PP0_"
-- logic make-up after synthesis --
family	count (synthesis)
compound gates	44
xor+xnor	27
fa+ha+maj	2
buf+inv	20
flops	54
simple gates	148
-- where the power goes --
part	internal [mW]	switching [mW]
clock	0.230	0.226
combinational	0.0110	0.0170
sequential	0.657	0.00625
-- final timing paths --
path | endpoint | slack, ns
hold reg to reg | count2[0]$_SDFF_PP0_ | 0.46
setup reg to reg | count2[11]$_SDFF_PP0_ | 1.06
hold / removal | count2[0]$_SDFF_PP0_ | 0.46
setup / recovery | count2[11]$_SDFF_PP0_ | 1.06
-- Yosys cell counts (all sizes together) (6+ instances only) --
library cell	number
a21oi	19
and4	8
buf	7
clkbuf	6
dfxtp	54
inv	7
nand2	17
nand3	19
nand4	17
nor2	35
nor4	13
o21ai	13
or3	11
or4	10
xnor2	17
xor2	10
-- through the flow --
| step | std cells | cell area (µm²) | setup WS, ns | util |
|---|---|---|---|---|
| 2_1_floorplan | 295 | 2542 | 1.268 | - |
| 3_3_place_gp | 392 | 2681 | 1.080 | 0.3263 |
| 3_5_place_dp | 392 | 2681 | 1.078 | 0.3263 |
| 4_1_cts | 400 | 2798 | 1.065 | 0.3405 |
| 5_1_grt | 400 | 2798 | 0.9030 | 0.3405 |
| 6_report | 400 | 2798 | 1.060 | 0.3405 |
-- cell type report --
class	instances	area, µm²
Inverter	7	26.28
Fill cell	832	5419
Clock inverter	3	47.55
Clock buffer	5	68.82
Tap cell	105	131.4
Multi-Input combinational cell	221	1398
Timing Repair Buffer	5	45.04
Sequential cell	54	1081
-- layer usage --
layer	vias to the layer above	part of all wire	global-route usage
li1	1087	-	-
met1	935	0.53	0.1762
met2	12	0.44	0.1880
met3	5	0.022	0.01975
met4	0	0.0062	0.01026
met5	-	0	0
-- sequential cells by signal (all words and copies together), names as in the netlist --
| signal | cells |
|---|---|
| count2 | 26 |
| count1 | 26 |
| voice_1k | 1 |
| clk_1Hz | 1 |
-- critical path: cells and delay by family, from the launching register on --
family | cells | cell delay (ns)
DFF | 1 | 0.38
AOI/OAI and AO/OA | 1 | 0.81
buffers and inverters | 1 | 0.32
and+or+nand+nor | 3 | 0.63
No activity file was given, so power comes from the tool's default toggle rates.
