===== run.sh =====
#!/bin/bash
# OpenROAD 26Q1-2900-gdf79404cd8, Yosys 0.63+post, stock flow scripts
make -C /OpenROAD-flow-scripts/flow DESIGN_CONFIG=/design/flow/config.mk WORK_HOME=/design/flow/orfs finish

===== config.mk =====
export PLATFORM = sky130hd
export DESIGN_NAME = machine_input
export DESIGN_NICKNAME = machine_input
export VERILOG_FILES = /design/flow/design.v
export SDC_FILE = /design/flow/constraint.sdc
export NUM_CORES = 4
export LEC_CHECK = 1
export CORE_UTILIZATION = 30

===== constraint.sdc =====
current_design machine_input

set clk_period 6.8
set clk_io_pct 0.2

create_clock -name clk0 -period $clk_period [get_ports {clk}]

set non_clock_inputs [all_inputs -no_clocks]
set_input_delay [expr $clk_period * $clk_io_pct] -clock clk0 $non_clock_inputs
set_output_delay [expr $clk_period * $clk_io_pct] -clock clk0 [all_outputs]

===== design.v =====
module machine_input(
		clk,rst_n,rst_1n,col,row,state_flag,boma,sleep_flag,erjiguan,
		min_counter,sec_counter,count_begin,nouse_erji); 
	input  clk,rst_n,rst_1n;
	input  [2:0]state_flag;   
	input  [3:0] row; 
	output reg [3:0] col; 
	output count_begin;
	output reg [7:0] min_counter;
	output reg [7:0] sec_counter;
	input [3:0]boma;
	input  sleep_flag;
	output reg[9:0] nouse_erji;
	output reg [4:0] erjiguan;
   	reg [4:0]shoudong_slect;
	reg shoudong_flag;
	wire [7:0] data;
	assign data= key_data; 
	reg clk_20ms; 
	reg [19:0] r; 
	always@(posedge clk,negedge rst_n) 
		if(!rst_n)
			r <= 20'b0;
		else if(r == 1000000)
		begin
			r <= 20'b0;
			clk_20ms <= 1'b1;          
		end
		else
		begin                          
			r <= r+1'b1;
			clk_20ms <= 1'b0;
		end
	wire [7:0] ranks;
	assign ranks = {row[3:0],col[3:0]}; 
	parameter coln = 5'b00_001,		    					
			  col0 = 5'b00_010,
			  col1 = 5'b00_100,
			  col2 = 5'b01_000,
			  col3 = 5'b10_000;
	reg [4:0] state;
	reg [7:0] key_data_buf,key_data;
	reg [1:0] delay;
	always@(posedge clk,negedge rst_n)   
	begin
		if(!rst_n) 
		begin
			delay <= 2'b0;
			col <= 4'b1111;             
			state <= coln;               
		end
		else
		begin
			case(state)
				coln: state <= col0;
				col0: 
				begin
					delay <= 2'b0;                     
					col <= 4'b0111; 
					key_data_buf <= ranks;              
					if(clk_20ms)
						delay <= delay+1'b1;
					if(delay == 2'b01) 
					begin
						if(key_data_buf == ranks)      
						begin
							key_data <= key_data_buf;   
							state <= col1;               
						end
						else
							state <= coln;      
					end
				end
				col1:
				begin
					delay <= 2'b0;
					col <= 4'b1011; 
					key_data_buf <= ranks;
					if(clk_20ms)
						delay <= delay+1'b1;
					if(delay == 2'b01)
					begin
						if(key_data_buf == ranks)
						begin
							key_data <= key_data_buf;
							state <= col2;
						end
						else
							state <= coln;
					end
				end
				col2:
				begin
					delay <= 2'b0;
					col <= 4'b1101;
					key_data_buf <= ranks;
					if(clk_20ms)
						delay <= delay+1'b1;
					if(delay == 2'b01)
					begin
						if(key_data_buf == ranks)
						begin
							key_data <= key_data_buf;
							state <= col3;
						end
						else
							state <= coln;
					end
				end
				col3:
				begin
					delay <= 2'b0;
					col <= 4'b1110;
					key_data_buf <= ranks;
					if(clk_20ms)
						delay <= delay+1'b1;
					if(delay == 2'b01)
					begin
						if(key_data_buf == ranks)
						begin
							key_data <= key_data_buf;
							state <= col0;
						end
						else
							state <= coln;
					end
				end
				default: state <= coln; 
			endcase
		end
	end
	always@(posedge clk,negedge rst_n)   
	begin
		if(!rst_n)
		erjiguan<=5'b00000;
		else
		begin
			if(shoudong_flag||sleep_flag)                    
			begin
				if(shoudong_slect==5'b11110||sleep_flag)
					begin
					erjiguan<=5'b00001;
					end
				else if(shoudong_slect==5'b11100)
					begin
					erjiguan<=5'b00011;
					end
				else if(shoudong_slect==5'b11000)
					begin
					erjiguan<=5'b00111;
					end
				else if(shoudong_slect==5'b10000)
					begin
					erjiguan<=5'b01111;
					end
				else if(shoudong_slect==5'b00000)                 
					begin
					erjiguan<=5'b11111;
					end
			end
			else if(!shoudong_flag) 
			begin  
				if(boma==4'b1111)
					erjiguan<=5'b00001;
				else if(boma==4'b1110)
					erjiguan<=5'b00011;
				else if(boma==4'b1100)
					erjiguan<=5'b00111;
				else if(boma==4'b1000)
					erjiguan<=5'b01111;
				else if(boma==4'b0000)
					erjiguan<=5'b11111;
			end
		end
	end
	reg count_begin;
	reg [31:0] num;
	reg cnt;
	always@(posedge clk,negedge rst_1n)					
	begin
	  if(!rst_1n)
			begin
			  count_begin <= 0;
			  min_counter<=0;
			  sec_counter<=0;
			  num<=0;
			  cnt<=1;
			end
		else 
			case(data)			
				8'b0111_0111: 
							begin 
							if(state_flag == 1&& cnt==1 )
								begin
									min_counter <= ((min_counter+10)%60);	 
									num<=0;
								end
							if(num < 2000000)
								begin
								cnt<=0;
								num<=num+1;
								end
							else
								begin
									cnt<=1;
									num<=0;
								end
						end		
				8'b0111_1011: 
						begin 
							if(state_flag == 1&& cnt==1 )
								begin
									min_counter <=((min_counter+1)%60);	 
									num<=0;
								end
							if(num < 2000000)
								begin
								cnt<=0;
								num<=num+1;
								end
							else
								begin
									cnt<=1;
									num<=0;
								end
						end		
				8'b1011_0111: 
							begin 
							if(state_flag == 1&& cnt==1 )
								begin
									sec_counter <= ((sec_counter+10)%60);	 
									num<=0;
								end
							if(num < 2000000)
								begin
								cnt<=0;
								num<=num+1;
								end
							else
								begin
									cnt<=1;
									num<=0;
								end
						end		
				8'b1011_1011: 
						begin 
							if(state_flag == 1&& cnt==1 )
								begin
									sec_counter <=((sec_counter+1)%60);	 
									num<=0;
								end
							if(num < 2000000)
								begin
								cnt<=0;
								num<=num+1;
								end
							else
								begin
									cnt<=1;
									num<=0;
								end
						end		
				8'b1110_0111:  											 
						begin 
							if(state_flag == 1)
								begin
								count_begin <=1 ;	
								end
						end
			   8'b0111_1110:  											 
						begin 
					   shoudong_flag=1'b1;
						shoudong_slect=5'b11110;
						end
				8'b1011_1110:	                                   
                  begin 
						shoudong_flag=1'b1;
						shoudong_slect=5'b11100;
						end
				8'b1101_1110:	                                  
                  begin 
						shoudong_flag=1'b1;   
						shoudong_slect=5'b11000;
						end
				8'b1110_1110:	                                  
                  begin 
						shoudong_flag=1'b1;  
					   shoudong_slect=5'b10000;
						end				
				8'b1110_1101:	                                  
                  begin 
					   shoudong_flag=1'b1; 
						shoudong_slect=5'b00000;
						end
            8'b1110_1011:	                                  
                  begin 
					   shoudong_flag=1'b0;                     
						end						
				default: ;
			endcase
	end
endmodule

==> results.json <==
{
  "status": "completed",
  "fp_util_pct": 30.9,
  "layoutNonFillerInstCount": 899,
  "gp_congestion": 0.904,
  "clk_latency_ps": 360,
  "syn_to_final_growth_pct": 16.4,
  "row_count": 50,
  "top_cells_by_area": "dfrtp_1 (34%), edfxtp_1 (9.3%), nor2_1 (3.9%)",
  "met2_usage_pct": 19.6,
  "skew_ps": 12.5,
  "dieWidth_um": 141,
  "io_buffers": 40,
  "edf_count": 18,
  "drc": 0,
  "synth.avg_cell_area_um2": 9.80,
  "place_inst": 883,
  "io_pins": 51,
  "max-cap-violations": 0,
  "hold_viol_final": 0,
  "tns_ps": 0,
  "hp-class": "flip-flop to flip-flop",
  "grt_pass1_vias": 4162,
  "yosys_warnings": 11,
  "fmax_mhz": 207,
  "place_area_um2": 6460,
  "grt_setup_unrepaired": "no",
  "grt_max_degree": 54,
  "grt_pass1_wl_mm": 20.7,
  "vias_per_cell": 4.98,
  "num_vias": 4474,
  "cellLeakagePower_nw": 2.79,
  "yosys.stat.seqShare_pct": 48.2,
  "cp_data_required_time_ps": 7040,
  "hpwl_mm": 8.94,
  "grt_use_total_pct": 13.2,
  "period_minus_slack_ps": 4830,
  "antenna_found_initial": 0,
  "critPathKind": "input port to flip-flop",
  "top_cell_area_share_pct": 34.4,
  "ys_area_um2": 5810,
  "warnings": 26,
  "fp.dieH_um": 141,
  "synth_cells": 593,
  "peakVddDrop_v": 0.000156,
  "setup_violations": 0,
  "drt_pass1_iterations": 5,
  "clockBufferDepth": 2,
  "design_area_um2": 6770,
  "routed_wl_mm": 12.4,
  "worst_setup_path_start_kind": "input port",
  "slew_violations": 0,
  "path_clk_slew_ps": 70,
  "crit_fanout": 8,
  "clock_sinks": 109,
  "worstMarginPinSlew_ps": 895,
  "async_flop_share_pct": 78.9,
  "fill_cells": 1876,
  "cts_hold_buffers": 0,
  "drt-initial-drc-count": 345,
  "synth_cell_types": 71,
  "routedWlPerCell_um": 13.8,
  "yosysCellCount": 593,
  "post_cts_buffers": 0,
  "grtUsageMet3_pct": 2.39,
  "busiest_layer": "met1",
  "yosys.area.top_type": "dfrtp_1",
  "max_slew_margin_pct": 40.3,
  "finalClockPeriodUsage_pct": 71.0,
  "htreeDepth": 3,
  "numCtsBuffers": 9,
  "ys_ff": 109,
  "arrival_ps": 5070,
  "coreArea_um2": 18800,
  "ctsResizeCount": 0,
  "root_buffer": "clkbuf_16",
  "insertedDiodeCount": 0,
  "ff_type": "dfrtp_1",
  "grt_overflow_total": 0,
  "drive_gt1_share_pct": 7.36,
  "tritoncts": "done",
  "power.density_nw_per_um2": 199,
  "syn_area_um2": 5810,
  "cp-end-kind": "flip-flop",
  "antenna_left": 0,
  "use_met1_pct": 20.7,
  "die_area_um2": 19900
}
-- power breakdown --
group	total (mW)	leakage, nW	internal (mW)	switching, mW
Sequential	0.710	1.35	0.691	0.0194
Combinational	0.0888	1.28	0.0419	0.0469
Clock	0.546	0.152	0.295	0.251
-- synth_stat cells, types with 9 or more instances --
| master | n |
|---|---|
| dfrtp_1 | 80 |
| nor2_1 | 61 |
| nand2_1 | 51 |
| nand3_1 | 28 |
| xor2_1 | 25 |
| xnor2_1 | 24 |
| o21ai_0 | 23 |
| and3_1 | 21 |
| inv_1 | 21 |
| a21oi_1 | 20 |
| edfxtp_1 | 18 |
| nor3_1 | 14 |
| a31oi_1 | 11 |
| buf_4 | 11 |
| and2_1 | 10 |
| clkbuf_1 | 10 |
| nand4_1 | 10 |
| nor4_1 | 9 |
| o31ai_1 | 9 |
-- cell type report --
cell class	count	area [um^2]	area share, %
Clock buffer	10	229	3.38
Clock inverter	6	78.8	1.16
Inverter	21	78.8	1.16
Multi-Input combinational cell	445	2810	41.5
Sequential cell	109	2800	41.4
Tap cell	260	325	4.81
Timing Repair Buffer	48	450	6.65
-- worst max-delay path, stage by stage --
cell and delay (ps):
clkdlybuf4s50_1 430, nand4bb_1 430, a211oi_2 790, a2111o_1 200, nand4_1 210, a221oi_1 590, o21ai_1 220, o21a_1 230
o32a_1 340, mux2_2 260
-- through the flow --
step	total power [mW]	worst slack [ps]	hold WS (ps)	utilization (%)
after detailed placement	0.814	1690	449	34.3
after CTS	1.37	2060	460	35.9
after global routing	1.41	1710	475	35.9
after global placement	0.814	1730	450	34.3
final	1.35	1970	457	35.9
after floorplan	0.767	2680	404	-
-- kinds of logic after synthesis --
family | synth area share [%]
simple gates | 22.7
buf+inv | 4.15
other cells | 0.0645
fa+ha+maj | 1.72
flops | 48.2
mux | 1.12
xor+xnor | 7.38
compound gates | 14.7
-- routing by layer --
metal  up-vias  part of all wire [%]
met4         0                   2.2
li1       2246                     -
met2       108                    43
met5         -                     0
met1      2102                    51
met3        18                   3.7
-- sequential cells by signal (all words and copies together) (netlist names) --
| name | count |
|---|---|
| count_begin | 1 |
| key_data_buf | 8 |
| key_data | 8 |
| shoudong_slect | 5 |
| min_counter | 8 |
| r | 20 |
| delay | 2 |
| shoudong_flag | 1 |
| sec_counter | 8 |
| num | 32 |
| col | 4 |
| state | 5 |
| erjiguan | 5 |
| cnt | 1 |
| clk_20ms | 1 |
-- path summary, 6_finish.rpt --
check	cells past startpoint	to	slack, ps	startpoint
max in group asynchronous	2	sec_counter[1]$_DFFE_PN0P_	5140	rst_1n
worst max-delay path	10	min_counter[4]$_DFFE_PN0P_	1970	state_flag[2]
min in group asynchronous	2	r[9]$_DFF_PN0_	1040	rst_n
worst min register to register	1	count_begin$_DFFE_PN0P_	460	count_begin$_DFFE_PN0P_
worst min-delay path	1	count_begin$_DFFE_PN0P_	460	count_begin$_DFFE_PN0P_
worst max register to register	9	min_counter[4]$_DFFE_PN0P_	2910	key_data[2]$_DFFE_PP_
-- cells in the final DEF (no fill, tap or decap), drive strengths merged, types with 8 or more instances in the layout --
cell            n
xor2           25
nor3           14
nand3          28
o21ai          25
clkbuf         10
and2           10
o31ai           9
o22ai           8
clkdlybuf4s50  38
edfxtp         18
ha              8
a21oi          21
nor4            9
a31oi          12
inv            25
nand2          51
nand4          10
conb           10
and3           21
xnor2          24
dfrtp          80
buf            10
nor2           61
Power figures rest on the tool's default switching activity, not on a simulated workload.
